===== design/flow/design.v =====
module instruction_memory (
    input logic [31:0] write_address_G,
    output logic [31:0] machine_code
);
logic [31:0]instruction_memory_reg  [31:0];
always_comb begin
    machine_code=instruction_memory_reg[write_address_G>>2];
end
initial begin
        integer i;
        for (i = 0; i < 32; i = i + 1) begin
            instruction_memory_reg[i] = 32'h00000000;
        end
instruction_memory_reg[1]=32'h000100b7; 
instruction_memory_reg[2]=32'h15000297;  
instruction_memory_reg[3]=32'h00a00113; 
instruction_memory_reg[4]=32'h01400093; 
end
endmodule

===== design/flow/run.sh =====
#!/bin/bash
# OpenROAD 26Q1-2900-gdf79404cd8, Yosys 0.63+post, stock flow scripts
make -C /OpenROAD-flow-scripts/flow DESIGN_CONFIG=/design/flow/config.mk WORK_HOME=/design/flow/orfs finish

===== design/flow/config.mk =====
export PLATFORM = sky130hd
export DESIGN_NAME = instruction_memory
export DESIGN_NICKNAME = instruction_memory
export VERILOG_FILES = /design/flow/design.v
export SDC_FILE = /design/flow/constraint.sdc
export NUM_CORES = 4
export LEC_CHECK = 1
export CORE_AREA = 10 10 70 70
export DIE_AREA = 0 0 80 80

===== design/flow/constraint.sdc =====
current_design instruction_memory

set clk_period 1.3
set clk_io_pct 0.2

create_clock -name clk0 -period $clk_period

set non_clock_inputs [all_inputs -no_clocks]
set_input_delay [expr $clk_period * $clk_io_pct] -clock clk0 $non_clock_inputs
set_output_delay [expr $clk_period * $clk_io_pct] -clock clk0 [all_outputs]

==> results.py <==
# Flow results
metrics = {
    "outcome": {
        "outcome": "finished clean",
    },
    "worst_hold_path": {
        "hp-start": "write_address_G[6]",
        "min_to": "machine_code[7]",
        "min_path_type": "primary input to output port",
        "hold_depth": 4,
    },
    "final_timing": {
        "period_needed_ns": 1.287,
        "finalWorstSetupSlack_ns": 0.01274,
        "grt_setup_unrepaired": "yes",
        "fin_crit_sh_pct": 99.02,
        "drv_slew": 0,
        "setup_viol": 0,
        "whs_ns": 0.8704,
        "hold_viol": 0,
        "fmax_mhz": 776.8,
    },
    "drt": {
        "drc": 0,
        "drtIter0Drc": 3,
        "via_count": 283,
        "routed_via_density": 2.596,
        "wire_per_inst_um": 8.367,
        "finalWirelength_um": 912,
        "postRouteAntennaNets": 0,
        "diodes": 0,
        "first_pass_iters": 2,
    },
    "critical_path": {
        "crit_fanout": 3,
        "critPathRequiredTime_ns": 1.04,
        "critPathKind": "primary input to output port",
        "crit_arrival_ns": 1.03,
        "crit_path_end_kind": "output port",
        "start_kind": "primary input",
    },
    "power_and_ir_drop": {
        "vdd_drop_max_uv": 30.51,
        "power.density_mw_per_mm2": 173.6,
        "power.leakage_nw": 0.2980,
    },
    "floorplan": {
        "core-area_mm2": 0.003416,
        "num_rows": 21,
        "initial_utilization_pct": 10.04,
        "dieArea_mm2": 0.006400,
        "die_y_um": 80,
        "die_w_um": 80,
        "ioPinCount": 64,
    },
    "finish": {
        "flop_area_um2": 0,
        "postLayoutCellArea_um2": 575.6,
        "clockBufferCount": 0,
        "drive_above_1_share_pct": 49.21,
        "fillers": 385,
        "nFlopsAndLatches": 0,
        "area_growth_pct": 67.88,
    },
    "yosys": {
        "synthesis.instances": 46,
        "yosys-stat-area_um2": 342.8,
        "synth_area_um2": 342.8,
        "yosysCellCount": 46,
        "ys_types": 13,
        "postSynthSeqShare_pct": 0,
        "synth_warnings": 1,
        "syn_area_per_cell_um2": 7.453,
    },
    "placed_design": {
        "gp_congestion": 0.7137,
        "io_buffers": 20,
        "pre_cts_slack_ns": -0.9122,
        "placed_cell_area_um2": 495.5,
    },
    "global_route": {
        "antenna_found_initial": 0,
        "first_global_vias": 322,
        "track_usage_pct": 2.309,
        "overflow": 0,
        "grt_max_degree": 6,
        "grt_pass1_wl_mm": 1.317,
    },
    "clock_network": {
        "cts_hold_buf": 0,
    },
    "job": {
        "warnings": 65,
        "cap_violations": 0,
    },
}
cell usage after synthesis (all sizes together):
cell type / n / area share [%]
ha: 5 / 18
buf: 24 / 53
inv: 2 / 2.2
nand2: 1 / 1.1
nor2: 1 / 1.1
nor3: 1 / 2.9
a21oi: 3 / 5.5
or2: 2 / 4.4
conb: 1 / 1.1
nand2b: 2 / 3.6
and2: 4 / 7.3
where the power goes:
group	switching, mW	internal [mW]	total (mW)
clock	0	0	0
combinational	0.0425	0.0574	0.0999
sequential	0	0	0
per-stage QoR:
| stage | std cells | util, % | setup TNS, ns | power (mW) |
|---|---|---|---|---|
| detailed placement | 106 | 14.51 | -10.43 | 0.07718 |
| global route | 109 | 16.85 | -0.1021 | 0.1129 |
| finish | 109 | 16.85 | 0 | 0.09992 |
| floorplan | 62 | - | 0 | 0.06403 |
| global placement | 106 | 14.51 | -10.33 | 0.07770 |
| CTS | 109 | 16.63 | -0.2976 | 0.09585 |
critical path: stages:
cell and delay, ns:
buf_8 0.08, inv_6 0.04, ha_4 0.14, or2_1 0.21, a21oi_2 0.17, buf_2 0.12
placed cells by master (no fill, tap or decap):
| master | n |
|---|---|
| buf_4 | 3 |
| conb_1 | 17 |
| or2_1 | 1 |
| inv_8 | 1 |
| buf_12 | 1 |
| clkdlybuf4s15_1 | 2 |
| nand2b_1 | 2 |
| and2_1 | 1 |
| a21oi_1 | 2 |
| nor3_4 | 1 |
| buf_8 | 1 |
| buf_2 | 6 |
| or2_4 | 1 |
| clkbuf_2 | 3 |
| a21oi_2 | 1 |
| and2_4 | 3 |
| ha_1 | 1 |
| nand2_4 | 1 |
| ha_4 | 4 |
| nor2_1 | 1 |
| dlygate4sd2_1 | 5 |
| buf_6 | 4 |
| inv_6 | 1 |
how the worst max path moves through the flow:
stage / start / end / slack (ns) / cells past startpoint
4_1_cts: write_address_G[3] / machine_code[21] / -0.09 / 6
5_1_grt: write_address_G[3] / machine_code[4] / -0.04 / 6
6_report: write_address_G[3] / machine_code[4] / 0.01 / 6
cell families (layout without fill, tap and decap cells):
| family | count (synthesis) | count (layout) | synth area share [%] |
|---|---|---|---|
| adder cells (fa/ha/maj) | 5 | 5 | 18.25 |
| other | 1 | 17 | 1.094 |
| buffers and inverters | 26 | 27 | 54.74 |
| AND-OR/OR-AND | 3 | 3 | 5.475 |
| AND/OR/NAND/NOR | 11 | 11 | 20.44 |
cell type report:
| type | count | area [µm²] | area share, % |
|---|---|---|---|
| inverters | 2 | 20.02 | 3.478 |
| repair buffers | 25 | 211.5 | 36.74 |
| multi-input cells | 36 | 286.5 | 49.78 |
| well taps | 46 | 57.56 | 10.00 |
per-layer routing:
metal,global-route usage [%],vias to the layer above,part of all wire [%]
met5,0,-,0
met4,0,0,0
met3,1.023,0,17
met2,3.933,25,40
met1,2.770,122,43
li1,-,136,-
timing repair:
action                                  in CTS  in global routing
hold endpoints to repair                     0                  0
pin swaps                                    8                  2
resized                                     76                  9
endpoints found under the setup margin      15                  8
buffers inserted                             3                  1
No activity file was given, so power comes from the tool's default toggle rates.
