## run.sh

```bash
#!/bin/bash
# OpenROAD 26Q1-2900-gdf79404cd8, Yosys 0.63+post, stock flow scripts
make -C /OpenROAD-flow-scripts/flow DESIGN_CONFIG=/design/flow/config.mk WORK_HOME=/design/flow/orfs finish
```

## config.mk

```make
export PLATFORM = sky130hd
export DESIGN_NAME = data_memory
export DESIGN_NICKNAME = data_memory
export VERILOG_FILES = /design/flow/design.v
export SDC_FILE = /design/flow/constraint.sdc
export NUM_CORES = 4
export LEC_CHECK = 1
export CORE_UTILIZATION = 50
```

## constraint.sdc

```tcl
current_design data_memory

set clk_period 7.8
set clk_io_pct 0.2

create_clock -name clk0 -period $clk_period [get_ports {clock}]

set non_clock_inputs [all_inputs -no_clocks]
set_input_delay [expr $clk_period * $clk_io_pct] -clock clk0 $non_clock_inputs
set_output_delay [expr $clk_period * $clk_io_pct] -clock clk0 [all_outputs]
```

## design.v

```verilog
module data_memory (
    input logic [31:0] data_memory_input,
    input logic [31:0] write_data, 
    input logic clock,
    input logic reset,
    input logic write_enable,
    input logic read_enable,
    output logic [31:0] data_memory_output
);integer i;
logic [31:0] data_memory_reg [31:0];
always @(posedge clock ) begin
     if (reset) begin
     for ( i=0 ;i<32 ;i++ ) begin
         data_memory_reg[i]<=32'h00000000;
     end
     end
     else if (write_enable && data_memory_input !=32'h0) begin
     data_memory_reg[data_memory_input]<=write_data; 
    end
    end   
    always_comb begin
         if (read_enable) begin
        data_memory_output=data_memory_reg[data_memory_input];
        end
        else begin
        data_memory_output=32'h00000000;
        end
    end
endmodule
```

==> results_dict.tcl <==
# collected from the flow reports
set metrics [dict create \
    status "finished, final reports clean" \
    dp.cells 4555 \
    finalHoldViolCount 0 \
    area_growth_pct 13.02 \
    dr_total_vias 29420 \
    critPathCaptureType "primary output" \
    critPathArrivalTime_ns 5.25 \
    fmaxAchievable_ghz 0.1468 \
    fillCellCount 6870 \
    stdcell_count 4752 \
    path_buffers 3 \
    postCtsSetupRepairBufs 0 \
    floorplan.core_util_pct 50.67 \
    place.gp.congestion 0.9281 \
    p_per_area_nw_per_um2 244.4 \
    avgSynthCellArea_sq_um 12.90 \
    wirelength_um 147500 \
    drc 0 \
    max_cap_violations 0 \
    cp.required_ns 6.24 \
    slowest_stage "or4b_2" \
    cp_common_cell "clkdlybuf4s50_1" \
    grt_pass1_wl_um 211200 \
    first_pass_iters 18 \
    synthFlopType "edfxtp_1" \
    yosysWarnings 1 \
    crit_path_start_kind "input port" \
    setup_violations 0 \
    cts_hold_buf 0 \
    die_area_sq_um 91040 \
    cts_resized 0 \
    clock-sinks 1024 \
    grt_max_degree 104 \
    synth.most_common_cell "edfxtp_1" \
    p_int_w 0.009563 \
    tool_warnings 29 \
    pwr-share-clk_pct 40.4 \
    max_slew.worst_pin.slew_ns 0.9813 \
    synth_cells 3482 \
    critical_path.cell_chain "clkdlybuf4s50_1 > or4b_2 > buf_4 > o22ai_1 > nor4_1 > a21boi_1 > clkdlybuf4s50_1" \
    switching_share_pct 22.92 \
    crit_family "buffers and inverters" \
    core_area_sq_um 88650 \
    antenna_found_initial 2 \
    overflow 0 \
    ys_chip_area_sq_um 44920 \
    slew_headroom_pct 34.40 \
    power.share.sequential_pct 51.7 \
    die_y_um 301.7 \
    p_leak_nw 17.38 \
    max_stage_delay_ns 1.28 \
    edf_count 1024 \
    clk_pin_slew_ns 0.06 \
    hp-start "write_data[10]" \
    cts_root_buf "clkbuf_16" \
    yosysTopAreaCell "edfxtp_1" \
    ys_top_cells_by_area "edfxtp_1 (68%), mux2i_1 (11%), nor2_1 (7.6%), o22ai_1 (3.6%), and2_1 (1.8%)" \
    drv_slew 0 \
    rows 109 \
    synth-cells-yosys 3482 \
    wire_per_inst_um 31.04 \
    die_w_um 301.7 \
    irDropWorstVdd_mv 0.2019 \
    cts_buffer_depth 3 \
    cts_max_level 3 \
    drtIter0Drc 2152 \
    fin_crit_sh_pct 87.35 \
    drtAntennaViolNets 0 \
    grt_pass1_vias 30140 \
    seq_area_frac_synth_pct 68.46 \
    io_pins 100 \
    rsz0062_at_grt "false" \
    p_comb_share_pct 7.9 \
    critical_path_class "in2out" \
    synthArstFlopShare_pct 0 \
    layout-drive-gt1-share_pct 8.847 \
    top_cells_by_count "edfxtp_1 (1,024), nor2_1 (904), mux2i_1 (512), o22ai_1 (256), nand2_1 (195)" \
    numSynthFlops 1024 \
    hp-class "in2reg" \
    path_max_fanout 18 \
    netlist_area_sq_um 44920 \
    worstSetupPathDepth 7 \
    vias_per_cell 6.192 \
    tritoncts "done" \
    place_hpwl_um 85040 \
    post-route-min-period_ns 6.813 \
    setup-tns-final_ns 0 \
    grt.total_usage_pct 36.46 \
    numCtsBuffers 104 \
    largest_reg_flops 1024 \
    io_buffer_count 99 \
    p_switching_w 0.002843 \
    top_area_share_pct 68.46 \
    critPathCapture "data_memory_output[20]" \
    startpoint "data_memory_input[2]" \
    yosysUniqueCellTypes 33 \
]
-- how the worst min path moves through the flow --
stage	slack [ns]	end	cells past startpoint
after CTS	1.85	data_memory_reg[4][10]	2
after global routing	1.85	data_memory_reg[21][10]	2
final	1.87	data_memory_reg[20][10]	2
-- power groups by stage --
| stage | clock network (W) | logic, W | registers [W] |
|---|---|---|---|
| 4_1_cts | 0.00505 | 0.000966 | 0.00642 |
| 5_1_grt | 0.00527 | 0.00103 | 0.00644 |
| 6_report | 0.00501 | 0.000980 | 0.00642 |
-- cells in the final DEF, fill, tap and decap left out, types with 8 or more instances in the layout --
master              n
clkbuf_1           17
nand2_1           192
nor4_1             70
and2_1            128
a21o_2              8
clkbuf_16         107
bufinv_16          13
a21boi_1           32
edfxtp_1         1024
clkinv_1           25
mux2i_1           512
o22ai_1           256
o21bai_4           20
buf_4              97
clkdlybuf4s50_1    97
clkinv_2           24
nor2_1            898
-- kinds of logic after synthesis --
| logic type | Yosys count | share of synthesized area, % |
|---|---|---|
| muxes | 512 | 11.41 |
| DFF | 1024 | 68.46 |
| buffers and inverters | 295 | 2.919 |
| AOI/OAI and AO/OA | 317 | 4.588 |
| and+or+nand+nor | 1334 | 12.62 |
-- final cells by class --
cell class | count | area, sq um | share of cell area [%]
sequential | 1024 | 30750 | 60.58
timing repair buffer | 202 | 1839 | 3.623
tap | 1165 | 1458 | 2.872
clock buffer | 124 | 2741 | 5.400
inverter | 1 | 3.754 | 0.007394
multi-input combinational | 2163 | 13300 | 26.20
clock inverter | 69 | 661.9 | 1.304
antenna | 4 | 10.01 | 0.01972
-- through the flow --
| step | setup slack [ns] | utilization [%] | power, W | cell area, sq um | hold WS [ns] |
|---|---|---|---|---|---|
| 2_1_floorplan | 3.327 | - | 0.007028 | 44920 | 2.029 |
| 3_3_place_gp | 1.091 | 53.41 | 0.007486 | 47350 | 2.552 |
| 3_5_place_dp | 1.074 | 53.41 | 0.007495 | 47350 | 2.540 |
| 4_1_cts | 1.068 | 57.25 | 0.01243 | 50750 | 1.847 |
| 5_1_grt | 0.8604 | 57.25 | 0.01274 | 50750 | 1.853 |
| 6_report | 0.9869 | 57.26 | 0.01241 | 50760 | 1.873 |
-- metal layers --
| layer | track usage, % | routed length (um) | up-vias |
|---|---|---|---|
| met5 | 3.054 | 265 | - |
| met4 | 10.80 | 5767 | 10 |
| met3 | 27.18 | 27020 | 347 |
| met2 | 49.96 | 65460 | 2227 |
| met1 | 47.91 | 48970 | 14120 |
| li1 | - | - | 12720 |
Power and IR drop assume default switching activity.
