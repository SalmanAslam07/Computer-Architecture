==> design/flow/design.v <==
module register_file (
    input logic clock,
    input logic reset,
    input logic [4:0] read_address_1,
    input logic [4:0] read_address_2,
    input logic [4:0]write_address,
    input logic[31:0] write_back_data=32'd0,
    input logic write_register_enable,
    output logic [31:0] read_data_1,
    output logic [31:0]read_data_2
);
logic [31:0] instruction_memory_reg [31:0];
always_comb
begin
    read_data_1 = instruction_memory_reg[read_address_1];
    read_data_2 = instruction_memory_reg[read_address_2];
end
integer i;
always_ff @( posedge clock ) begin 
    if (reset) begin
        for ( i=0 ;i<32 ;i++ ) begin
            instruction_memory_reg[i]<=32'h00000000;
        end
        end
    else if (write_register_enable && write_address!=5'b0) begin
        instruction_memory_reg[write_address]=write_back_data; 
    end
    end    
endmodule
==> design/flow/run.sh <==
#!/bin/bash
# OpenROAD 26Q1-2900-gdf79404cd8, Yosys 0.63+post, stock flow scripts
make -C /OpenROAD-flow-scripts/flow DESIGN_CONFIG=/design/flow/config.mk WORK_HOME=/design/flow/orfs finish
==> design/flow/config.mk <==
export PLATFORM = sky130hd
export DESIGN_NAME = register_file
export DESIGN_NICKNAME = register_file
export VERILOG_FILES = /design/flow/design.v
export SDC_FILE = /design/flow/constraint.sdc
export NUM_CORES = 4
export LEC_CHECK = 1
export CORE_UTILIZATION = 40
==> design/flow/constraint.sdc <==
current_design register_file

set clk_period 19.7
set clk_io_pct 0.2

create_clock -name clk0 -period $clk_period [get_ports {clock}]

set non_clock_inputs [all_inputs -no_clocks]
set_input_delay [expr $clk_period * $clk_io_pct] -clock clk0 $non_clock_inputs
set_output_delay [expr $clk_period * $clk_io_pct] -clock clk0 [all_outputs]
==> impl_metrics.json <==
{
  "seqPwrFrac_pct": 49.6,
  "root_buffer": "clkbuf_16",
  "worst_hold_slack_ps": 3860,
  "period_minus_slack_ps": 12230,
  "largest_reg_flops": 1024,
  "hold_buffers": 0,
  "arrival_ps": 8290,
  "numClockSinks": 1024,
  "tightest_slew_ps": 905,
  "ant_nets": 0,
  "setup_ws_ps": 7470,
  "clockBufferDepth": 3,
  "hold_path_class": "input pin to flip-flop",
  "power.total_mw": 5.20,
  "drc": 0,
  "post_cts_buffers": 0,
  "grt_overflow": 0,
  "drt-initial-drc-count": 2432,
  "netSwitchingPower_mw": 1.33,
  "status": "complete, no violations",
  "dp.final_hpwl_um": 108000,
  "vias_per_cell": 5.72,
  "switching_share_pct": 25.6,
  "cts_tree": "built",
  "drtPass1Iterations": 5,
  "ys_area_sq_mm": 0.0559,
  "syn_inst": 4605,
  "endpoint_kind": "output pin",
  "p_int_mw": 3.87,
  "routedWlPerCell_um": 29.3,
  "required_ps": 15760,
  "place_ws_ps": 7560,
  "wirelength_um": 191000,
  "grt_max_degree": 90,
  "grt_setup_unrepaired": "false",
  "power.density_mw_per_mm2": 83.6,
  "finalSetupTns_ps": 0,
  "start_kind": "input pin",
  "syn-mean-instance-area_sq_um": 12.1,
  "crit_fanout": 69,
  "ios": 114,
  "slew_headroom_pct": 39.7,
  "critPathKind": "input pin to output pin",
  "fp_util_pct": 40.5,
  "chipArea_sq_mm": 0.141,
  "ys.flops": 1024,
  "synth_area_sq_mm": 0.0559,
  "p_leak_nw": 23.9,
  "max_freq_mhz": 81.8,
  "syn2layout_area_growth_pct": 11.2,
  "grt_pass1_wl_um": 273000,
  "report.final.slew_viol_count": 0,
  "synth.distinct_cells": 29,
  "cts_buffers": 114,
  "setup-violations-final": 0,
  "die_y_um": 376,
  "power.share.combinational_pct": 12.0,
  "warnings": 26,
  "pwr-share-clk_pct": 38.5,
  "grt_antenna_before_repair": 0,
  "yosysWarnings": 1,
  "grt_use_total_pct": 28.9,
  "clk_pin_slew_ps": 60,
  "ctsResizeCount": 0,
  "die_w_um": 376,
  "drive_gt1_share_pct": 8.17,
  "core_area_sq_mm": 0.138,
  "grt_pass1_vias": 38360,
  "rows": 136,
  "gp_congestion": 0.899,
  "synth_seq_share_pct": 55.0,
  "ir_worst_vdd_mv": 0.0741,
  "hold_viol": 0,
  "drv_cap": 0,
  "finalClockPeriodUsage_pct": 62.1,
  "cts-htree-levels": 3,
  "ys_cells": 4605,
  "vias": 37343,
  "numPortBuffers": 113
}
==> final timing paths <==
check,start,to,slack (ps),cells past startpoint
max,read_address_1[1],read_data_1[30],7470,10
min,reset,instruction_memory_reg[0][26],3860,2
==> routing by layer <==
| metal | global-route usage (%) | up-vias | routed length (um) |
|---|---|---|---|
| li1 | - | 16790 | - |
| met4 | 8.09 | 8 | 6580 |
| met3 | 17.9 | 340 | 28300 |
| met2 | 41.7 | 2075 | 85000 |
| met5 | 1.78 | - | 255 |
| met1 | 37.3 | 18130 | 71300 |
==> synthesized netlist by cell type, drive strengths merged <==
| library cell | n | share of area (%) |
|---|---|---|
| a22o | 128 | 2.0 |
| conb | 1 | 0.0067 |
| buf | 207 | 2.2 |
| or3b | 2 | 0.040 |
| nor3 | 64 | 0.57 |
| nand2 | 196 | 1.3 |
| nand3 | 194 | 1.7 |
| or2 | 33 | 0.37 |
| nand3b | 4 | 0.060 |
| a31oi | 64 | 0.72 |
| edfxtp | 1024 | 55 |
| nor2b | 5 | 0.056 |
| a22oi | 192 | 2.6 |
| a21oi | 192 | 1.7 |
| clkbuf | 239 | 1.7 |
| mux2i | 1024 | 18 |
| nor2 | 35 | 0.35 |
| nand2b | 5 | 0.056 |
| or3 | 2 | 0.022 |
| and2 | 994 | 11 |
==> worst max-delay path, stage by stage <==
cell and delay, ps:
buf_8 520, buf_4 660, buf_4 780, buf_4 720, mux2i_1 160, a22o_1 250, nor3_1 320, a31oi_1 100
nand3_1 160, clkdlybuf4s50_1 490
==> layout by cell type (no fill, tap or decap), types with 2 or more instances in the layout <==
cell type / count
nor2_4: 33
nand2b_2: 4
buf_4: 156
edfxtp_1: 1024
diode_2: 2
nand3_1: 193
clkinv_2: 11
and2_1: 992
nor2_1: 2
a22o_1: 128
nand3b_1: 3
mux2i_1: 1024
clkdlybuf4s50_1: 110
nor2b_4: 4
clkbuf_1: 35
clkinv_1: 29
or3_1: 2
nand2_2: 2
clkinvlp_4: 2
or3b_4: 2
or2_2: 33
nor3_1: 64
buf_8: 2
a22oi_1: 192
a21oi_1: 192
buf_12: 2
nand2_1: 194
clkbuf_16: 114
inv_6: 4
a31oi_1: 64
and2_4: 2
conb_1: 32
bufinv_16: 5
==> through the flow <==
stage,utilization [%],cell area (sq um),instances
after floorplan,-,56000,4636
after global placement,42.6,58700,6324
after detailed placement,42.6,58700,6324
after CTS,45.0,62100,6526
after global routing,45.0,62100,6526
final,45.0,62100,6528
==> area by class of cell <==
class,instances,area (sq um)
Multi-Input combinational cell,3166,23300
Tap cell,1863,2330
Antenna cell,2,5.00
Timing Repair Buffer,271,2350
Sequential cell,1024,30700
Clock buffer,149,2980
Fill cell,12184,75900
Clock inverter,53,400
==> power groups by stage <==
stage / sequential (mW) / combinational, mW / clock, mW
after CTS: 2.58 / 0.618 / 2.02
final: 2.58 / 0.622 / 2.00
after global routing: 2.59 / 0.661 / 2.10
==> kinds of logic after synthesis <==
| family | Yosys count | share of synthesized area [%] |
|---|---|---|
| flip-flops | 1024 | 55.0 |
| other | 1 | 0.00671 |
| AND/OR/NAND/NOR | 1534 | 15.7 |
| multiplexers | 1024 | 18.3 |
| AND-OR/OR-AND | 576 | 7.02 |
| buffers and inverters | 446 | 3.90 |
Power and IR drop assume default switching activity.
